==> flow/run.sh <==
#!/bin/bash
# OpenROAD 26Q1-2900-gdf79404cd8, Yosys 0.63+post, stock flow scripts
make -C /OpenROAD-flow-scripts/flow DESIGN_CONFIG=/design/flow/config.mk WORK_HOME=/design/flow/orfs finish
==> flow/config.mk <==
export PLATFORM = sky130hd
export DESIGN_NAME = uart_top
export DESIGN_NICKNAME = uart_top
export VERILOG_FILES = /design/flow/design.v
export SDC_FILE = /design/flow/constraint.sdc
export NUM_CORES = 4
export LEC_CHECK = 1
export CORE_AREA = 10 10 113 113
export DIE_AREA = 0 0 123 123
==> flow/constraint.sdc <==
current_design uart_top

set clk_period 4.3
set clk_io_pct 0.2

create_clock -name clk0 -period $clk_period [get_ports {sys_clk}]

set non_clock_inputs [all_inputs -no_clocks]
set_input_delay [expr $clk_period * $clk_io_pct] -clock clk0 $non_clock_inputs
set_output_delay [expr $clk_period * $clk_io_pct] -clock clk0 [all_outputs]
==> flow/design.v <==
module uart_top(
    input sys_clk,
    input sys_rst_n,
    input send_en,  
    input [16-1:0] data_16,
    output  uart_tx_busy,
    output  uart_txd
);
reg uart_en;
reg [7:0] data_in;
uart_send u_uart_send(
    .sys_clk(sys_clk),                   
    .sys_rst_n(sys_rst_n),                 
    .uart_en(uart_en),                   
    .uart_din(data_in),                  
    .uart_tx_busy(uart_tx_busy),         
    .uart_txd(uart_txd)                  
    );
reg [2:0] state;
always @(posedge sys_clk or negedge sys_rst_n) begin         
    if (!sys_rst_n)  begin
        state <= 0;
        uart_en <= 0;
        data_in <= 0;
    end
    else if( state == 0) begin
        if( send_en == 1) begin
            uart_en <= 1;
            data_in <= data_16[7:0];
            state <= 1;
        end
        else begin
            state <= 0;
            uart_en <= 0;
            data_in <= data_in;
        end
    end
    else if( state == 1) begin
            if( uart_tx_busy == 0) begin
                uart_en <= 1;
                data_in <= data_16[15:8];
                state <= 0;
            end
            else begin
                uart_en <= 0;
                data_in <= data_in;
                state <= 1;
            end
        end
end
endmodule
module uart_send(
    input	      sys_clk,                   
    input         sys_rst_n,                 
    input         uart_en,                   
    input  [7:0]  uart_din,                  
    output        uart_tx_busy,              
    output  reg   uart_txd                   
    );
parameter  CLK_FREQ = 50000000;             
parameter  UART_BPS = 115200;                 
localparam  BPS_CNT  = CLK_FREQ/UART_BPS;    
reg        uart_en_d0; 
reg        uart_en_d1;  
reg [15:0] clk_cnt;                          
reg [ 3:0] tx_cnt;                           
reg        tx_flag;                          
reg [ 7:0] tx_data;                          
wire       en_flag;
assign uart_tx_busy =  en_flag|tx_flag|uart_en;
assign en_flag = (~uart_en_d1) & uart_en_d0;
always @(posedge sys_clk or negedge sys_rst_n) begin         
    if (!sys_rst_n) begin
        uart_en_d0 <= 1'b0;                                  
        uart_en_d1 <= 1'b0;
    end                                                      
    else begin                                               
        uart_en_d0 <= uart_en;                               
        uart_en_d1 <= uart_en_d0;                            
    end
end
always @(posedge sys_clk or negedge sys_rst_n) begin         
    if (!sys_rst_n) begin                                  
        tx_flag <= 1'b0;
        tx_data <= 8'd0;
    end 
    else if (en_flag) begin                  
            tx_flag <= 1'b1;                 
            tx_data <= uart_din;             
        end
        else if ((tx_cnt == 4'd9) && (clk_cnt == BPS_CNT -(BPS_CNT/16))) begin                                       
            tx_flag <= 1'b0;                 
            tx_data <= 8'd0;
        end
        else begin
            tx_flag <= tx_flag;
            tx_data <= tx_data;
        end 
end
always @(posedge sys_clk or negedge sys_rst_n) begin         
    if (!sys_rst_n)                             
        clk_cnt <= 16'd0;                                  
    else if (tx_flag) begin                  
        if (clk_cnt < BPS_CNT - 1)
            clk_cnt <= clk_cnt + 1'b1;
        else
            clk_cnt <= 16'd0;                
    end
    else                             
        clk_cnt <= 16'd0; 				     
end
always @(posedge sys_clk or negedge sys_rst_n) begin         
    if (!sys_rst_n)                             
        tx_cnt <= 4'd0;
    else if (tx_flag) begin                  
        if (clk_cnt == BPS_CNT - 1)			 
            tx_cnt <= tx_cnt + 1'b1;		 
        else
            tx_cnt <= tx_cnt;       
    end
    else                              
        tx_cnt  <= 4'd0;				     
end
always @(posedge sys_clk or negedge sys_rst_n) begin        
    if (!sys_rst_n)  
        uart_txd <= 1'b1;        
    else if (tx_flag)
        case(tx_cnt)
            4'd0: uart_txd <= 1'b0;          
            4'd1: uart_txd <= tx_data[0];    
            4'd2: uart_txd <= tx_data[1];
            4'd3: uart_txd <= tx_data[2];
            4'd4: uart_txd <= tx_data[3];
            4'd5: uart_txd <= tx_data[4];
            4'd6: uart_txd <= tx_data[5];
            4'd7: uart_txd <= tx_data[6];
            4'd8: uart_txd <= tx_data[7];    
            4'd9: uart_txd <= 1'b1;          
            default: ;
        endcase
    else 
        uart_txd <= 1'b1;                    
end
endmodule	          
==> reports/results.ini <==
[outcome]
status=finished clean

[critical_path]
end_kind=output port
crit_slowest_cell=or3_2
crit_arrival_ns=1.70
max_stage_delay_ns=0.44
rrSetupSlack_ns=2.27
worstPathCellList=nor2b_4 > or3_2 > clkdlybuf4s50_1
path_class=reg2out
path_max_fanout=12
critPathRequiredTime_ns=3.44
startpoint_type=register

[clock_network]
max-clock-path-buffers=2
cts_num_sinks=43
cts_buffers=5
ctsResizeCount=0
cts_tree=built
postCtsSetupRepairBufs=0
cts-hold-fix-buffers=0
path_clk_slew_ns=0.08
root_buffer=clkbuf_8
clk_latency_ns=0.29
cts.htree.levels=2

[final_timing]
fin_skew_ns=0.00587
fin_setup_tns_ns=0
max_slew_margin=0.526
setup_viol=0
finalHoldViolCount=0
worst_slew_pin_slew_ns=0.708
drv_slew=0
fmax_ghz=0.390
fin_crit_ns=2.56
period_used_share=0.596
finalWorstSetupSlack_ns=1.74
rsz0062_at_grt=no

[yosys]
netlist_instances=167
yosysTopAreaCellShare=0.509
ys_async_sr_fraction=1.00
netlist_area_sq_um=2020
ys.flops=43
yosys_cells=167
ys_sh_mux=0.115
yosys_warnings=2
yosys_most_used_dff=dfrtp_1
top_area_cell=dfrtp_1
logic_family=simple AND/OR/NAND/NOR gates
adder_share=0.0434
synth-compound-area-share=0.102
top_cells_by_area=dfrtp_1 (51%), mux2_4 (6.0%), mux2_2 (5.0%), ha_1 (4.3%), a22o_1 (3.5%)
synth-xor-area-share=0.0347
yosys.stat.seqShare=0.535
edf_count=0
synthDistinctLibCells=42
ys_sh_simple=0.134
avgSynthCellArea_sq_um=12.1
yosys_area_sq_um=2020

[floorplan]
fp_util=0.195
design.core.area_sq_um=10300
ios=21
die_width_microns=123
die_h_microns=123
dieArea_sq_um=15100
fp-row-count=37

[pwr]
powerDensity_nw_per_um2=455
leakage_nw=1.08
ir_drop_v=0.000295

[grt]
grt_start_max_net_pins=44
overflow=0
grt_pass1_vias=1277
antenna_found_initial=0
grt_usage=0.0510
grt_first_pass_wirelength_mm=6.44

[route]
met3_length_microns=150
ant_nets=0
drt-pass1-iter-count=4
m1WireLength_mm=1.91
vias=1286
routed.top_layer=met4
diodes=0
viasPerCell=3.85
drt_iter0_drc=86
met2WireLength_mm=1.55
wl_per_cell_microns=11.0
wl_mm=3.68
drc=0

[job]
tool_warnings=30
cap_violations=0

[place]
place_ws_ns=1.98
gp_congestion=0.815
portBuffers=20
hpwl_mm=2.57

[min_path]
min_path_type=reg2reg

[layout]
lay_top_cells=dfrtp_1 (41), clkdlybuf4s50_1 (19), nor2_1 (15)
area_growth_pct=24.0
layout_top_cell=dfrtp_1
drive_gt1_frac=0.187

routing by layer:
metal  vias up  GRT usage
li1        634          -
met1       619     0.0794
met2        29     0.0716
met3         4     0.0120
met4         0    0.00801
met5         -          0
flip-flops by register name, summed over array words and instances, names as in the netlist:
name / flops
u_uart_send.tx_flag: 1
u_uart_send.tx_data: 8
data_in: 8
u_uart_send.clk_cnt: 16
u_uart_send.uart_txd: 1
u_uart_send.tx_cnt: 4
u_uart_send.uart_en_d0: 1
uart_en: 1
state: 2
u_uart_send.uart_en_d1: 1
worst paths after layout:
path,start,endpoint,depth (start not counted)
max,u_uart_send.uart_en_d0,uart_tx_busy,3
min,u_uart_send.uart_en_d0,u_uart_send.uart_en_d1,0
max reg2reg,u_uart_send.tx_cnt[1],u_uart_send.tx_data[6],6
min reg2reg,u_uart_send.uart_en_d0,u_uart_send.uart_en_d1,0
max in group asynchronous,sys_rst_n,state[0],2
min in group asynchronous,sys_rst_n,u_uart_send.clk_cnt[6],2
power by group:
| part | total (mW) | internal (mW) | switching, mW |
|---|---|---|---|
| Clock | 0.319 | 0.176 | 0.143 |
| Sequential | 0.579 | 0.510 | 0.0688 |
| Combinational | 0.241 | 0.156 | 0.0842 |
cell usage after synthesis (5+ instances only):
cell	count
a22o_1	8
nand2_1	8
ha_1	7
o21ai_0	5
a21oi_1	6
mux2_4	8
inv_1	11
xnor2_1	7
nor2_1	15
dfrtp_1	41
mux2_2	9
nand3_1	5
through the flow:
| step | instances | total power, mW | hold slack [ns] | util | instance area (sq um) |
|---|---|---|---|---|---|
| floorplan | 173 | 0.760 | 0.354 | - | 2040 |
| global placement | 326 | 0.821 | 0.361 | 0.231 | 2380 |
| detailed placement | 326 | 0.829 | 0.363 | 0.231 | 2380 |
| CTS | 334 | 1.15 | 0.383 | 0.242 | 2500 |
| global route | 334 | 1.21 | 0.397 | 0.242 | 2500 |
| finish | 334 | 1.14 | 0.383 | 0.242 | 2500 |
kinds of logic after synthesis:
| group | Yosys count |
|---|---|
| and+or+nand+nor | 46 |
| DFF | 43 |
| AOI/OAI and AO/OA | 29 |
| muxes | 18 |
| buffers and inverters | 15 |
| xor gates and xnor gates | 8 |
| adders and majority gates | 7 |
| other | 1 |
final cells by class:
type                       count  area [sq um]
timing repair buffer          21           203
sequential                    43          1080
tap                          136           170
inverter                      11          41.3
multi-input combinational    115           892
clock inverter                 3          47.5
fill                        1087          7820
clock buffer                   5          68.8
critical path, delay by kind of cell, from the launching register on:
| family | cells | cell delay (ns) |
|---|---|---|
| DFF | 1 | 0.38 |
| and+or+nand+nor | 2 | 0.61 |
| buffers and inverters | 1 | 0.43 |
No activity file was given, so power comes from the tool's default toggle rates.
